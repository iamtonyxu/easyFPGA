===== flow/run.sh =====
#!/bin/bash
# OpenROAD 26Q1-2900-gdf79404cd8, Yosys 0.63+post, stock flow scripts
make -C /OpenROAD-flow-scripts/flow DESIGN_CONFIG=/design/flow/config.mk WORK_HOME=/design/flow/orfs finish

===== flow/config.mk =====
export PLATFORM = sky130hd
export DESIGN_NAME = PushButton_Debouncer
export DESIGN_NICKNAME = PushButton_Debouncer
export VERILOG_FILES = /design/flow/design.v
export SDC_FILE = /design/flow/constraint.sdc
export NUM_CORES = 4
export LEC_CHECK = 1
export CORE_AREA = 10 10 75 75
export DIE_AREA = 0 0 85 85

===== flow/constraint.sdc =====
current_design PushButton_Debouncer

set clk_period 2.8
set clk_io_pct 0.2

create_clock -name clk0 -period $clk_period [get_ports {clk}]

set non_clock_inputs [all_inputs -no_clocks]
set_input_delay [expr $clk_period * $clk_io_pct] -clock clk0 $non_clock_inputs
set_output_delay [expr $clk_period * $clk_io_pct] -clock clk0 [all_outputs]

===== flow/design.v =====
module PushButton_Debouncer #(
    parameter ACTIVE_LOW = 1   
)(
    input clk,
    input PB,   
    output reg PB_state = ACTIVE_LOW,   
    output PB_down,   
    output PB_up    
);
reg PB_sync_0, PB_sync_1;  
generate if(~ACTIVE_LOW) begin
    always @(posedge clk) PB_sync_0 <= PB;   
    always @(posedge clk) PB_sync_1 <= PB_sync_0;
end else begin
    always @(posedge clk) PB_sync_0 <= ~PB;   
    always @(posedge clk) PB_sync_1 <= PB_sync_0;
end
endgenerate
reg [15:0] PB_cnt = 0;
wire PB_idle = (PB_state==PB_sync_1);
wire PB_cnt_max = &PB_cnt;	 
always @(posedge clk)
if(PB_idle)
    PB_cnt <= 0;   
else
begin
    PB_cnt <= PB_cnt + 16'd1;   
    if(PB_cnt_max) PB_state <= ~PB_state;   
end
assign PB_down = ~PB_idle & PB_cnt_max & ~PB_state;
assign PB_up   = ~PB_idle & PB_cnt_max &  PB_state;
endmodule

==> impl_metrics.toml <==
# generated from flow reports
[outcome]
outcome = "completed"

[setup_path]
start_kind = "flip-flop"
rr_endpoint = "PB_cnt[15]$_SDFF_PP0_"
path_delay_family = "simple AND/OR/NAND/NOR gates"
path_cells = "ha_1 > and4_2 > nand3_1 > nor3_1 > clkdlybuf4s50_1"
path_buffers = 1
reg2reg_slack_ns = 1.10
cp_max_fo = 5
slowest_delay_ns = 0.50
critical_path_class = "reg2out"
critical_path_arrival_ns = 1.99
ff2ff_path_depth = 4
critical_path_required_ns = 2.24
r2r-start = "PB_cnt[2]$_SDFF_PP0_"
crit_path_top_delay_cell = "clkdlybuf4s50_1"
crit_path_end_kind = "output port"

[layout]
layout.area.comb_um2 = 376.6
area.sequential_um2 = 390.4
lay_top_cells = "18 x dfxtp_1, 11 x nor2_1, 7 x xor2_1, 6 x nand2_1"
fin_util_pct = 23.00
fill_cells = 437
area_delta_synth_final_pct = 19.36
layout-drive-gt1-share_pct = 8.602
layout_top_cell = "dfxtp_1"

[worst_hold_path]
holdPathStages = 0
hold_path_end = "PB_sync_1$_DFF_P_"
min_path_type = "reg2reg"
hold_start = "PB_sync_0$_DFF_P_"

[detailed_routing]
ant_nets = 0
insertedDiodeCount = 0
first_pass_iters = 3
wl_um = 1288
vias = 566
drtIter0Drc = 23
wl_per_cell_um = 9.007
via_per_inst = 3.958
route.detailed.drc = 0

[synthesis]
synth_cells = 85
adder_share_pct = 1.600
top_cells_by_area = "dfxtp_1 46%, xor2_1 7.8%, nor2_1 5.3%"
yosysWarnings = 1
ys_sh_mux_pct = 0
xor_share_pct = 12.32
ys_top_logic_family = "simple AND/OR/NAND/NOR gates"
simple_gate_share_pct = 28.48
synth.distinct_cells = 21
syn_avg_cell_area_um2 = 9.200
synthDominantCellAreaShare_pct = 46.08
ys_cells = 85
yosys_area_um2 = 782.0
ys_sh_aoi_pct = 5.760
synth_flops = 19
synth_area_um2 = 782.0
ys_seq_share_pct = 49.92
yosys.area.top_type = "dfxtp_1"

[pwr]
p_leak_nw = 0.2950
internal-power_w = 0.0003846
sw_frac_of_total_pct = 19.35
cellPowerDensity_nw_per_um2 = 510.8
seqPwrFrac_pct = 59.1
p_clk_share_pct = 38.1
p_comb_share_pct = 2.8
ir_drop_uv = 332.6
switchingPower_w = 0.00009225

[clocking]
clk_pin_slew_ns = 0.06
clock-sinks = 19
cts_made_buffers = 3
cts_setup_buffers = 0
clockRootBuffer = "clkbuf_8"
cts_hold_buf = 0
cts_tree = "yes"
post_cts_resized = 0
clk_path_buf_depth = 2
htreeDepth = 1
clk_latency_ns = 0.25

[final_timing]
slew_headroom_pct = 78.63
finalClockPeriodUsage_pct = 90.94
final.setup.tns_ns = 0
setup_viol = 0
slew_viol_final = 0
finalClockSkew_ns = 0.002279
max_freq_mhz = 392.7
hold_viol = 0
fin_crit_ns = 2.546
tightest_slew_ns = 0.3195
rsz0062_at_grt = "no"

[flow_run]
log.warning_count = 25
maxCapViolCount = 0

[global_routing]
grt_pass1_wl_um = 2311
grt_use_met3_pct = 1.349
grt_usage_pct = 3.666
grtUsageMet2_pct = 5.790
antenna_found_initial = 0
grt-busiest-layer = "met2"
grt_max_degree = 15
overflow = 0
grt.met1_usage_pct = 4.916
grt_pass1_vias = 540

[floorplanning]
chipArea_um2 = 7225
row_count = 23
die_h_um = 85
fp.coreArea_um2 = 4058
fp_util_pct = 19.27
io_pins = 5
die_w_um = 85

[placement]
gp_congestion = 0.7688
portBuffers = 4
dp_hpwl_um = 947.6
==> routing by layer <==
metal	up-vias	routed length, µm
li1	310	-
met1	252	704
met2	4	539
met3	0	44
met4	0	0
met5	-	0
==> final cells by class <==
cell class,count,share of cell area [%]
Clock buffer,4,4.826
Inverter,3,1.206
Multi-Input combinational cell,62,40.35
Sequential cell,19,41.82
Tap cell,50,6.702
Timing Repair Buffer,5,5.094
==> logic make-up (layout without fill, tap and decap cells) <==
logic type                 count (synthesis)  in the layout
AOI/OAI and AO/OA                          9              9
xor gates and xnor gates                  11             11
adders and majority gates                  1              1
buffers and inverters                      4             12
DFF                                       19             19
and+or+nand+nor                           41             41
==> synthesized netlist by cell type <==
cell type	number
and4_2	1
nand3_1	4
or4_4	1
nand2_1	6
inv_1	3
and2_1	2
clkbuf_1	1
xor2_1	7
ha_1	1
nor3_1	4
edfxtp_1	1
or3_1	3
or3_2	1
dfxtp_1	18
o21ai_0	5
and4_1	2
nand3_2	1
xnor2_1	4
a21oi_1	4
nand4_1	5
nor2_1	11
==> worst max-delay path by stage <==
stage | slack (ns) | endpoint | cells past startpoint | from
5_1_grt | 0.12 | PB_up | 5 | PB_cnt[0]$_SDFF_PP0_
4_1_cts | 0.21 | PB_down | 5 | PB_cnt[0]$_SDFF_PP0_
6_report | 0.25 | PB_down | 5 | PB_cnt[0]$_SDFF_PP0_
==> state kept, by name, indices dropped and copies added (netlist names) <==
name and flops:
PB_cnt 16, PB_sync_1 1, PB_state 1, PB_sync_0 1
==> per-stage QoR <==
step	power, W	cells	hold slack (ns)	worst slack, ns	area [µm²]
after CTS	0.0004831	143	0.3381	0.2137	933.4
after detailed placement	0.0003017	139	0.3228	0.4891	888.4
after global routing	0.0004994	143	0.3500	0.1202	933.4
after global placement	0.0003011	139	0.3229	0.5696	888.4
after floorplan	0.0002963	85	0.3096	1.182	782.0
final	0.0004768	143	0.3318	0.2538	933.4
==> power groups by stage <==
stage         logic [W]  clock network [W]  registers, W
CTS           0.0000138           0.000187      0.000282
global route  0.0000150           0.000202      0.000283
finish        0.0000135           0.000182      0.000282
No activity file was given, so power comes from the tool's default toggle rates.
